### flow/constraint.sdc
current_design CommMaster

set clk_period 3.9
set clk_io_pct 0.2

create_clock -name clk0 -period $clk_period [get_ports {clk}]

set non_clock_inputs [all_inputs -no_clocks]
set_input_delay [expr $clk_period * $clk_io_pct] -clock clk0 $non_clock_inputs
set_output_delay [expr $clk_period * $clk_io_pct] -clock clk0 [all_outputs]
### flow/config.mk
export PLATFORM = sky130hd
export DESIGN_NAME = CommMaster
export DESIGN_NICKNAME = CommMaster
export VERILOG_FILES = /design/flow/design.v
export SDC_FILE = /design/flow/constraint.sdc
export NUM_CORES = 4
export LEC_CHECK = 1
export CORE_UTILIZATION = 40
### flow/run.sh
#!/bin/bash
# OpenROAD 26Q1-2900-gdf79404cd8, Yosys 0.63+post, stock flow scripts
make -C /OpenROAD-flow-scripts/flow DESIGN_CONFIG=/design/flow/config.mk WORK_HOME=/design/flow/orfs finish
### flow/design.v
module CommMaster(cmd_cmplt, TX, cmd, send_cmd, clk, rst_n);
typedef enum reg [1:0] {IDLE, BYTE1, BYTE2} state_t;
	state_t state, nxt_state;
output TX;
output logic cmd_cmplt;
input send_cmd, clk,rst_n;
input [15:0] cmd;
reg [7:0] cmd_lower;
wire [7:0] cmd_sel;
wire tx_done;
logic trmt, sel;  
UART_tx tx(.tx_done(tx_done), .TX(TX), .trmt(trmt), .tx_data(cmd_sel), .clk(clk), .rst_n(rst_n));
always_ff @(posedge clk)
	if(send_cmd)
		cmd_lower <= cmd[7:0];  
assign cmd_sel = sel ? cmd[15:8] : cmd_lower;  
always_ff @(posedge clk, negedge rst_n)
	if(!rst_n)
		state <= IDLE;
	else
		state <= nxt_state;
always_comb begin
	nxt_state = IDLE;
	sel = 1;  
	trmt = 0;
	cmd_cmplt = 0;
	case(state)
		IDLE: if(send_cmd) begin  
			sel = 1;  
			trmt = 1;
			nxt_state = BYTE1;
		end
		BYTE1: if(tx_done) begin  
			sel = 0;  
			trmt = 1;
			nxt_state = BYTE2;
		end else
			nxt_state = BYTE1;
		BYTE2: if(tx_done) begin  
			cmd_cmplt = 1;
			nxt_state = IDLE;
		end else
			nxt_state = BYTE2;
		default: nxt_state = IDLE;
	endcase
end
endmodule
module UART_tx(tx_done, TX, trmt, tx_data, clk, rst_n);
typedef enum reg [1:0] {IDLE, START, TXS} state_t;
	state_t state, nxt_state;
input clk, rst_n, trmt;
input [7:0] tx_data;
output TX;
output reg tx_done;
reg [12:0] baud_cnt;
reg [3:0] bit_cnt;
reg [9:0] tx_shft_reg;
reg load, shift, transmitting, clr_done, set_done;  
wire [1:0] load_and_shift;
assign load_and_shift = {load, shift};
always_ff @(posedge clk)
	if(load)
		bit_cnt <= 4'h0;
	else if(shift)
		bit_cnt <= bit_cnt+1;
always_ff @(posedge clk)
	if(load || shift)
		baud_cnt <= 13'h0000;
	else if(transmitting)
		baud_cnt <= baud_cnt+1;
assign shift = (baud_cnt == 13'h1458);  
always_ff @(posedge clk, negedge rst_n)
	if(!rst_n)
		tx_shft_reg <= 9'h1ff;  
	else if(load)
		tx_shft_reg <= {1'b1, tx_data, 1'b0};
	else if(shift)
		tx_shft_reg <= tx_shft_reg >> 1;
assign TX = tx_shft_reg[0];  
always_ff @(posedge clk, negedge rst_n)
	if(!rst_n)
		tx_done <= 1'b0;
	else if(clr_done)
		tx_done <= 1'b0;
	else if(set_done)
		tx_done <= 1'b1;
always_ff @(posedge clk, negedge rst_n)
	if(!rst_n)
		state <= IDLE;
	else
		state <= nxt_state;
always_comb begin
	nxt_state = IDLE;
	load = 0;
	transmitting = 0;
	clr_done = 0;
	set_done = 0;
	case(state)
		IDLE: if(trmt) begin
				nxt_state = START;
				clr_done = 1;
				load = 1;
			end
		START: begin
			nxt_state = TXS;
			transmitting = 1;
			end
		TXS: if(bit_cnt == 4'h9) begin  
				nxt_state = IDLE;
				set_done = 1;
			end else begin
				nxt_state = TXS;
				transmitting = 1;
			end
		default: nxt_state = IDLE;
	endcase
end
endmodule
==> run summary <==
run results: CP peak stage delay 0.72 ns, Final Hold Fails 0, placed cell count 240, worst endpoint required time 4.12 ns, final slew viol count 0, Cell Area, Synth slightly below 0.002 mm2, Sink Count 42, port bufs 20, worst-margin pin slew slightly below 0.8 ns, status finished clean, DRT Pass-1 Iters 4, Post-CTS Setup Repair Bufs 0, Worst Skew 0.00417 ns, Critical Path AT 2.97 ns, Hold WC Path Type reg -> reg, FF+latch count, synth approximately 42, Worst-path clk slew roughly 0.08 ns, largest net degree at the start of global routing 20, maximum root-to-sink buffer count 2, number of remaining DRC errors 0, combinational share of power 5.5%, initial DRC count around 100, synthesis area per yosys between 0.0015 and 0.002 mm2, Tool Warnings 27, number of cells in Yosys stat roughly 180, crit path max fanout 19, CP Launch Type input pin, post-synth top area share about 18%, AO/OA Area Share about 5.7%, synth top area cells dfxtp_1 (18%), dfstp_2 (15%), edfxtp_1 (12%), core box area 0.00450 mm2, Die Y-Extent between 70 and 80 um, final worst path period share 70.5%, fin crit period ~2.8 ns, mux share between 10% and 20%, Worst Slack Setup Final roughly 1.1 ns, max-cap violations 0, clock share of power between 30% and 40%, P_int 0.606 mW, share of layout cells above drive strength 1 ~20%, Max Clk Rate 363 MHz, accumulated negative setup slack 0 ns, Late-Pin Clk Latency between 0.2 and 0.3 ns, Synth Area in Adders under 10%, routability congestion estimate about 0.86, Rel. slew slack around 50%, cts hold-fix bufs 0, AND/OR/NAND/NOR Cells, Area Fraction between 10% and 20%, estimated wirelength of the detail-placed design 2.45 mm, Static Leak 0.867 nW, first-pass GRT wire length ~6 mm, Die Width roughly 71 um, vias per cell between 5 and 6, TritonCTS Buffers 5, sequential power share ~60%, Setup Viol. Count Final 0, Post-Synthesis Cells approximately 180, die area 0.00511 mm2, Top logic family simple AND/OR/NAND/NOR gates, XOR-XNOR Cells, Area Fraction between 5 and 6%, Resize count post-CTS 0, H-Tree Depth 2, worst vdd ir around 180 uV, Crit path top cell by count nand2_1, vias in the first global route roughly 1,200, Cell Pwr Density 345 mW/mm2, CP max stage cell clkdlybuf4s50_1, Syn Area/Cell between 10 and 15 um2, I/O pin count 21, CP cell instances clkdlybuf4s50_1 -> nand2_1 -> a21bo_1 -> nand2_1 -> mux2_2, row count 24, total wire length 3.37 mm, Syn-to-layout area delta 15.9%, clock root buffer clkbuf_8, Avg WL per Cell roughly 14 um, final core occ between 40 and 50%, CP Class in -> reg, reg2reg setup slack about 1.7 ns, diode count 0, Non-Filler Instances between 200 and 250, TritonCTS clock tree yes, Post-DRT Antenna Nets 0, area leader, netlist dfxtp_1, Post-Place Worst Slack 0.828 ns, NetSw between 0.15 and 0.2 mW, yosys warns 3, RSZ-0062 raised after global routing false, GR Overflow Total 0, Crit. End Element flip-flop, initial antenna violation count 0, Total GRT Usage 15.0%, via count about 1,300, sequential share of the synthesized area between 50% and 60%, synth unique cells 37, Switching Fraction between 20 and 25%, fp util a little over two fifths, Largest register FFs 13
## layout by cell type, fill, tap and decap left out
cell type,instances
clkdlybuf4s50_1,20
mux2_2,18
dfxtp_1,17
nor2_1,15
nand2_1,15
xnor2_1,11
dfstp_2,11
nand3_1,8
edfxtp_1,8
inv_1,7
a21oi_1,6
nand4_1,6
dfrtp_1,6
nor4_1,5
clkbuf_8,5
ha_1,4
o21ai_0,3
or4_1,3
nor3_1,3
o211ai_1,3
nor4b_2,2
o31ai_1,2
mux2i_1,2
and4bb_1,1
or2_1,1
a21bo_1,1
inv_2,1
and2_1,1
a32o_1,1
a21o_1,1
and4_1,1
and3_1,1
or2_2,1
nor3b_1,1
xor2_1,1
nand2b_1,1
clkinv_2,1
clkinvlp_4,1
clkinv_1,1
## area by class of cell
type | count | area (um2)
Clock inverter | 3 | 16.3
Multi-Input combinational cell | 118 | 837
Fill cell | 394 | 2270
Timing Repair Buffer | 20 | 200
Clock buffer | 5 | 68.8
Sequential cell | 42 | 1020
Tap cell | 52 | 65.1
Inverter | 8 | 30.0
## kinds of logic (layout without fill, tap and decap cells)
family,Yosys count,after routing
flip-flops,42,42
AND/OR/NAND/NOR,65,65
XOR/XNOR,12,12
AND-OR/OR-AND,17,17
multiplexers,20,20
adder cells (fa/ha/maj),4,4
buffers and inverters,15,36
## per-stage QoR
stage,power (mW),hold slack [ns],area (um2)
6_report,0.771,0.471,2240
5_1_grt,0.804,0.480,2240
4_1_cts,0.779,0.471,2240
3_5_place_dp,0.512,0.459,2150
3_3_place_gp,0.512,0.458,2150
2_1_floorplan,0.483,0.438,1930
## synth_stat cells
| cell | n |
|---|---|
| or2_1 | 1 |
| buf_6 | 2 |
| inv_2 | 1 |
| mux2i_1 | 2 |
| a21oi_1 | 6 |
| nor2_1 | 15 |
| and4_1 | 1 |
| xnor2_1 | 11 |
| and2_1 | 1 |
| xor2_1 | 1 |
| o31ai_1 | 2 |
| and4bb_1 | 1 |
| and3_1 | 1 |
| nand2b_1 | 1 |
| nor3_1 | 3 |
| clkbuf_1 | 3 |
| dfstp_2 | 11 |
| or4_1 | 3 |
| nor3b_1 | 1 |
| nand3_1 | 8 |
| or2_2 | 1 |
| a32o_1 | 1 |
| nor4b_2 | 2 |
| a21o_1 | 1 |
| a21bo_1 | 1 |
| nand4_1 | 6 |
| o211ai_1 | 3 |
| nor4_1 | 5 |
| dfrtp_1 | 6 |
| o21ai_0 | 3 |
| inv_1 | 7 |
| edfxtp_1 | 8 |
| nand2_1 | 15 |
| ha_1 | 4 |
| dfxtp_1 | 17 |
| mux2_2 | 18 |
| buf_2 | 2 |
## power groups by stage
stage	clock network, mW	logic (mW)	registers (mW)
CTS	0.275	0.0434	0.460
global route	0.296	0.0468	0.461
finish	0.268	0.0425	0.460
## critical path: cells and delay by family
kind | cells | cell delay [ns]
multiplexers | 1 | 0.41
buffers and inverters | 1 | 0.72
AND/OR/NAND/NOR | 2 | 0.73
AND-OR/OR-AND | 1 | 0.32
## path summary, 6_finish.rpt
kind | startpoint | to | cells after the start
setup / recovery | send_cmd | tx.tx_shft_reg[4] | 5
hold / removal | tx.tx_shft_reg[0] | tx.tx_shft_reg[0] | 2
setup reg to reg | tx.baud_cnt[0] | tx.tx_shft_reg[4] | 6
hold reg to reg | tx.tx_shft_reg[0] | tx.tx_shft_reg[0] | 2
max in group asynchronous | rst_n | async pin | 1
min in group asynchronous | rst_n | tx.state[2] | 1
## layer usage
layer	GRT usage, %	wire [um]	share of wire (%)	vias to the layer above
li1	-	-	-	658
met1	26.0	1750	52	624
met2	21.1	1450	43	27
met3	2.85	112	3.3	7
met4	2.18	53	1.6	0
met5	0	0	0	-
Power is estimated from default activity; no workload was simulated.
