===== design.v =====
module SPI_ADC128S(clk,rst_n,SS_n,SCLK,MISO,MOSI,A2D_data,cmd,rdy);
  input clk,rst_n;			 
  input SS_n;				 
  input SCLK;				 
  input MOSI;				 
  input [15:0] A2D_data;	 
  output MISO;				 
  output reg rdy;			 
  output [15:0] cmd;		 
  typedef enum reg[1:0] {IDLE,SKIP_1st,WAIT_SSn} state_t;
  state_t state,nstate;
  reg [15:0] shft_reg_tx;	 
  reg [15:0] shft_reg_rx;	 
  reg SCLK_ff1,SCLK_ff2;	 
  logic ld_shft_reg, shift_tx, shift_rx, clr_rdy, set_rdy;
  wire SCLK_fall,SCLK_rise;
  always_ff @(posedge clk, negedge rst_n)
    if (!rst_n)
	  begin
	    SCLK_ff1 <= 1'b1;
	    SCLK_ff2 <= 1'b1;
	  end
	else
	  begin
	    SCLK_ff1 <= SCLK;
		SCLK_ff2 <= SCLK_ff1;
	  end  
  assign SCLK_fall = ~SCLK_ff1 & SCLK_ff2;
  assign SCLK_rise = SCLK_ff1 & ~SCLK_ff2;
  always_ff @(posedge clk, negedge rst_n)
    if (!rst_n)
	  rdy <= 1'b0;
	else if (clr_rdy)
	  rdy <= 1'b0;
	else if (set_rdy)
	  rdy <= 1'b1;
  always_ff @(posedge clk, negedge rst_n)
    if (!rst_n)
	  shft_reg_tx <= 16'h0000;
	else if (shift_tx)
	  shft_reg_tx <= {shft_reg_tx[14:0],1'b0};
	else if (clr_rdy)				 
	  shft_reg_tx <= A2D_data;
  always_ff @(posedge clk, negedge rst_n)
    if (!rst_n)
	  shft_reg_rx <= 16'h0000;
	else if (shift_rx)
	  shft_reg_rx <= {shft_reg_rx[14:0],MOSI};	
  always @(posedge clk, negedge rst_n)
    if (!rst_n)
	  state <= IDLE;
	else
	  state <= nstate;
  always_comb
    begin
	  ld_shft_reg = 0;
      shift_tx = 0;
	  shift_rx = 0;
      clr_rdy = 0;
	  set_rdy = 0;
      nstate = IDLE;	  
      case (state)
        IDLE : begin
          if (!SS_n) begin
		    clr_rdy = 1;
            nstate = SKIP_1st;
          end
        end
		SKIP_1st : begin		
		  shift_rx = SCLK_rise;
		  if (SCLK_fall)
		    nstate = WAIT_SSn;
		  else
		    nstate = SKIP_1st;
		end
		WAIT_SSn : begin
		  shift_tx = SCLK_fall;
		  shift_rx = SCLK_rise;
		  if (SS_n) begin
		    nstate = IDLE;
			set_rdy = 1;
		  end else
		    nstate = WAIT_SSn;
		end
      endcase
    end
  assign MISO = (SS_n) ? 1'bz : shft_reg_tx[15];
  assign cmd = shft_reg_rx[15:0];
endmodule  

===== run.sh =====
#!/bin/bash
# OpenROAD 26Q1-2900-gdf79404cd8, Yosys 0.63+post, stock flow scripts
make -C /OpenROAD-flow-scripts/flow DESIGN_CONFIG=/design/flow/config.mk WORK_HOME=/design/flow/orfs finish

===== config.mk =====
export PLATFORM = sky130hd
export DESIGN_NAME = SPI_ADC128S
export DESIGN_NICKNAME = SPI_ADC128S
export VERILOG_FILES = /design/flow/design.v
export SDC_FILE = /design/flow/constraint.sdc
export NUM_CORES = 4
export LEC_CHECK = 1
export CORE_AREA = 10 10 105 105
export DIE_AREA = 0 0 115 115

===== constraint.sdc =====
current_design SPI_ADC128S

set clk_period 3.3
set clk_io_pct 0.2

create_clock -name clk0 -period $clk_period [get_ports {clk}]

set non_clock_inputs [all_inputs -no_clocks]
set_input_delay [expr $clk_period * $clk_io_pct] -clock clk0 $non_clock_inputs
set_output_delay [expr $clk_period * $clk_io_pct] -clock clk0 [all_outputs]

==> flow_summary.ini <==
; generated from flow reports
[worst_setup_path]
r2r_slack_ns = 1.68
critPathArrivalTime_ns = 1.16
slowest_stage = clkdlybuf4s50_1
crit_type = reg2out
timing.rr.start = state[1]
cp-start-kind = flop
cp.buffers_inverters = 1
max_stage_delay_ns = 0.48
critPathTopFamily = buffers and inverters
required_ns = 2.64
worst_r2r_endpoint = shft_reg_rx[0]
path_cells = clkdlybuf4s50_1
rr_worst_depth = 2
crit_path_max_fanout = 3
end_kind = output port

[global_route]
grt_usage_pct = 5.01
grt_pass1_vias = 1080
grt_max_degree = 39
antenna_found_initial = 0
grt-ovfl-total = 0
grt_pass1_wl_um = 5530

[drt]
viasPerCell = 3.84
drt_iter0_drc = 45
num_vias = 1044
postRouteAntennaNets = 0
first_pass_iters = 4
routed_wirelength_um = 3400
route.detailed.drc = 0
antennaDiodeCount = 0
wl_per_cell_um = 12.5

[clock_network]
htreeDepth = 2
clk_pin_slew_worst_paths_ns = 0.08
cts_setup_buffers = 0
cts_resized = 0
cts_made_buffers = 5
cts_tree = yes
clk_latency_ns = 0.29
clk_path_buf_depth = 2
clockRootBuffer = clkbuf_8
clock-sinks = 38
cts_hold_buffers = 0

[floorplan]
core.rowCount = 34
fp_util_pct = 18.6
die-area_um2 = 13200
design.portCount = 39
die_w_um = 115
die_y_um = 115
core_area_um2 = 8760

[sta]
hold_slack_ns = 0.398
tightest_slew_ns = 0.714
setup_violations = 0
fmax_mhz = 548
tns_ns = 0
skew_ns = 0.00531
timing.final.max_slew_violations = 0
hold_violations = 0
period_used_pct = 55.3
rsz0062_at_grt = no
slew-limit-headroom_pct = 52.2
fin_crit_ns = 1.82

[synthesis]
ys_chip_area_um2 = 1630
syn_area_per_cell_um2 = 13.4
yosys-stat-cells = 121
ys_seq_share_pct = 58.7
ys_ff = 38
postSynthCellCount = 121
yosysWarnings = 2
ys_types = 20
synth.cell_area_um2 = 1630

[finish]
postLayoutCellArea_um2 = 2230
area_delta_synth_final_pct = 37.2
fillers = 911
drive_above_1_share_pct = 20.1

[power_and_ir_drop]
sw_frac_of_total_pct = 24.1
p_per_area_nw_per_um2 = 691
clkPwrFrac_pct = 31.0
p_leak_nw = 0.944
p_sw_uw = 371
seq_power_share_pct = 46.7
p_int_mw = 1.17
ir_drop_uv = 229
p_total_mw = 1.54
comb_power_share_pct = 22.4

[min_path]
holdCritStartpoint = SCLK_ff1
hold_path_depth = 0
hold_end = SCLK_ff2
hp-class = reg2reg

[job]
warnings = 25
maxCapViolCount = 0

[outcome]
outcome = completed

[place]
place_area_um2 = 2090
io_buffers = 38
place_hpwl_um = 2390
routabilityCongestion = 0.713
power groups by stage:
stage / Clock (mW) / Combinational [mW] / Sequential [mW]
CTS: 0.498 / 0.356 / 0.723
global route: 0.513 / 0.390 / 0.744
finish: 0.478 / 0.345 / 0.720
layer usage:
metal  part of all wire (%)  wire length [um]  vias up  track usage, %
met3                    7.1               241        6            1.90
met5                      0                 0        -               0
met4                    2.2                76        0           0.990
met2                     48              1620       22            7.96
met1                     43              1460      514            6.44
li1                       -                 -      502               -
flip-flops by register name (all words and copies together), names as in the netlist:
name / flops
shft_reg_rx: 16
shft_reg_tx: 16
state: 3
SCLK_ff1: 1
SCLK_ff2: 1
rdy: 1
final cells by class:
cell class | count | area, um2 | area share, %
clock buffer | 5 | 68.8 | 3.08
clock inverter | 3 | 68.8 | 3.08
inverter | 5 | 18.8 | 0.841
multi-input combinational | 72 | 588 | 26.3
sequential | 38 | 955 | 42.8
tap | 108 | 135 | 6.05
timing repair buffer | 41 | 398 | 17.8
synthesized netlist by cell type:
master,number,area [um2]
nor2_1,16,60.1
o211ai_4,1,21.3
mux2_4,10,150
clkbuf_1,1,3.75
o21ai_0,2,10.0
dfrtp_1,35,876
o22ai_1,1,6.26
o21a_1,1,7.51
buf_12,2,40.0
buf_2,2,10.0
mux2_2,6,67.6
nand2b_1,1,6.26
nand3b_1,1,7.51
dfstp_2,3,78.8
mux2i_1,16,160
buf_6,1,11.3
nor2b_2,1,8.76
inv_1,5,18.8
a21oi_1,15,75.1
a21o_1,1,7.51
per-stage QoR:
stage | setup slack (ns) | std cells | util (%)
6_report | 1.48 | 272 | 25.5
4_1_cts | 1.44 | 272 | 25.5
5_1_grt | 1.40 | 272 | 25.5
3_3_place_gp | 1.31 | 264 | 23.9
2_1_floorplan | 1.88 | 121 | -
3_5_place_dp | 1.30 | 264 | 23.9
worst max-delay path by stage:
stage | from | end | slack [ns] | cells after the start
after CTS | shft_reg_rx[11] | cmd[11] | 1.44 | 1
after global routing | shft_reg_rx[11] | cmd[11] | 1.40 | 1
final | shft_reg_rx[11] | cmd[11] | 1.48 | 1
cells by family (layout without fill, tap and decap cells):
kind of cell,Yosys count,after routing,share of synthesized area (%)
flops,38,38,58.7
mux,32,32,23.2
compound gates,21,21,7.85
simple gates,19,19,5.08
buf+inv,11,54,5.15
placed cells by master, fill, tap and decap left out:
cell,instances
mux2_4,10
clkdlybuf4s50_1,37
inv_1,5
nand2b_1,1
clkbuf_8,5
o21a_1,1
nor2_1,16
o22ai_1,1
a21oi_1,15
dfstp_2,3
buf_4,3
nand3b_1,1
o211ai_4,1
o21ai_0,2
nor2b_2,1
buf_2,1
dfrtp_1,35
mux2_2,6
mux2i_1,16
a21o_1,1
bufinv_16,2
clkinv_4,1
Power figures rest on the tool's default switching activity, not on a simulated workload.
